==> design/flow/design.v <==
module pc #(
    parameter WIDTH = 32
)(
    input logic     rst,
    input logic     clk,
    input logic     PCSrc,
    input logic     [WIDTH-1:0] ImmOp,
    output logic    [WIDTH-1:0] PC_curr
);
logic [WIDTH-1:0] PC_incr;
logic [WIDTH-1:0] PCTarget;
logic [WIDTH-1:0] PCNext;
always_comb begin
    PC_incr = PC_curr + 4;
    PCTarget = PC_curr + ImmOp;
    PCNext = PCSrc ? PCTarget : PC_incr;
end
always_ff @ (posedge clk or posedge rst) begin
    if(rst) PC_curr <= 32'h1000;
    else PC_curr <= PCNext;
end
endmodule
==> design/flow/run.sh <==
#!/bin/bash
# OpenROAD 26Q1-2900-gdf79404cd8, Yosys 0.63+post, stock flow scripts
make -C /OpenROAD-flow-scripts/flow DESIGN_CONFIG=/design/flow/config.mk WORK_HOME=/design/flow/orfs finish
==> design/flow/config.mk <==
export PLATFORM = sky130hd
export DESIGN_NAME = pc
export DESIGN_NICKNAME = pc
export VERILOG_FILES = /design/flow/design.v
export SDC_FILE = /design/flow/constraint.sdc
export NUM_CORES = 4
export LEC_CHECK = 1
export CORE_UTILIZATION = 40
==> design/flow/constraint.sdc <==
current_design pc

set clk_period 6.9
set clk_io_pct 0.2

create_clock -name clk0 -period $clk_period [get_ports {clk}]

set non_clock_inputs [all_inputs -no_clocks]
set_input_delay [expr $clk_period * $clk_io_pct] -clock clk0 $non_clock_inputs
set_output_delay [expr $clk_period * $clk_io_pct] -clock clk0 [all_outputs]
==> results.json <==
{
  "crit_family": "AND-OR/OR-AND gates",
  "clk_latency_ns": 0.29,
  "largest_reg_flops": 32,
  "die_area_um2": 9124,
  "max_slew_margin_pct": 58.38,
  "dpl_cell_area_um2": 4238,
  "fillerInstances": 826,
  "power_density_nw_per_um2": 441.7,
  "yosysTopAreaCell": "dfrtp_1",
  "cp.buffers_inverters": 1,
  "drtIter0Drc": 149,
  "yosys-top-cells-area": "dfrtp_1 22%, ha_1 11%, xnor2_1 7.8%, a21oi_1 6.3%, nand2_1 4.9%",
  "synth-edff-count": 0,
  "drt_wl_total_um": 9807,
  "fin_worst_skew_ns": 0.007240,
  "hold_violations": 0,
  "fp_util_pct": 41.94,
  "postSynthCellCount": 451,
  "htreeDepth": 2,
  "path_cells": "clkdlybuf4s50_1 > ha_1 > a211oi_1 > o21ai_0 > a31oi_1 > o21a_1 > o21ai_0 > a2111oi_0 > a211oi_1",
  "period_used_pct": 59.79,
  "cp.required_ns": 7.05,
  "async_flop_share_pct": 100.0,
  "synth_flop_count": 32,
  "holdBufCountCts": 0,
  "final_area_um2": 4364,
  "dieWidth_um": 95.52,
  "die_h_um": 95.52,
  "tightestPinTransition_ns": 0.6086,
  "ys_top_cells_by_count": "46 x nand2_1, 44 x a21oi_1, 40 x nor2_1, 32 x ha_1",
  "crit_type": "in -> reg",
  "core_area_um2": 8341,
  "placementRows": 33,
  "hpwl_um": 7405,
  "grt_pass1_wl_um": 16310,
  "vias": 3484,
  "status": "finished, final reports clean",
  "max_freq_mhz": 242.4,
  "ys_cells": 451,
  "ant_nets": 0,
  "drcViolationCount": 0,
  "grt_use_total_pct": 23.61,
  "area_delta_synth_final_pct": 24.75,
  "holdCritPathClass": "reg -> reg",
  "dr.pass1.iters": 4,
  "critPathMaxStageDelay_ns": 0.52,
  "syn_avg_cell_area_um2": 7.757,
  "postSynthSeqShare_pct": 22.93,
  "antenna_found_initial": 0,
  "crit_arrival_ns": 4.28,
  "post_cts_resized": 0,
  "ff_type": "dfrtp_1",
  "most_common_cell": "nand2_1",
  "rsz0062_at_grt": "false",
  "reg_top3": "PC_curr: 32 flops",
  "grt_pass1_vias": 3228,
  "finalMaxSlewViolations": 0,
  "postCtsSetupRepairBufs": 0,
  "synth_cell_types": 54,
  "cap_viol_max_count": 0,
  "wl_per_cell_um": 16.00,
  "fin_setup_tns_ns": 0,
  "io_buffers": 66,
  "root_buffer": "clkbuf_8",
  "worstPathMaxFanout": 6,
  "netlist.area_leader.share_pct": 22.17,
  "antenna_cells": 0,
  "numCtsBuffers": 5,
  "ir_drop_uv": 205.1,
  "viasPerCell": 5.684,
  "grt_max_degree": 45,
  "cellLeakagePower_uw": 0.001833,
  "gp_congestion": 0.8656,
  "crit_path_end_kind": "flop",
  "cts_sinks": 32,
  "cts_tree": "done",
  "ys_warn_count": 1,
  "globalRoute.totalOverflow": 0,
  "setup_violations": 0,
  "drive_above_1_share_pct": 3.543,
  "clk_pin_slew_ns": 0.07,
  "syn_area_um2": 3498,
  "period_needed_ns": 4.126,
  "boundaryPins": 67,
  "regMostFlops": "PC_curr",
  "clockBufferDepth": 2,
  "cp_slowest_cell": "a31oi_1",
  "critPathLaunchType": "primary input",
  "warnings": 25,
  "yosysChipArea_um2": 3498
}
cells by family after synthesis:
logic type	Yosys count	synth area share, %
AOI/OAI and AO/OA	151	28.68
buffers and inverters	36	3.863
xor gates and xnor gates	41	10.26
DFF	32	22.93
muxes	1	0.3219
adders and majority gates	33	12.02
and+or+nand+nor	157	21.92
final cells by class:
class | instances | area, um2 | area share, %
clock buffers | 7 | 96.34 | 2.208
inverters | 16 | 60.06 | 1.376
flip-flops and latches | 32 | 802.0 | 18.38
multi-input cells | 383 | 2561 | 58.69
clock inverters | 1 | 30.03 | 0.6881
repair buffers | 69 | 683.2 | 15.65
well taps | 105 | 131.4 | 3.010
layout by cell type, fill, tap and decap left out, types with 3 or more instances in the layout:
master           instances
and2_1                   3
nand3_1                 13
nand4_1                 10
o21bai_1                 4
nand2_1                 46
and3_1                  16
a21boi_0                 3
a2111oi_0                3
o31a_1                   3
o21a_1                   5
buf_4                    3
xnor2_1                 31
a211oi_1                11
a21oi_1                 44
a2111o_1                 3
and4_1                   6
clkdlybuf4s50_1         66
nor2_1                  40
inv_1                   16
ha_1                    32
clkbuf_8                 7
o211ai_1                 6
or2_2                    3
xor2_1                  10
a31oi_1                  4
a21o_1                  17
dfrtp_1                 31
nor3_1                   8
o21ai_0                 25
o31ai_1                  5
metal layers:
layer / vias up / part of all wire [%] / track usage, %
li1: 1790 / - / -
met1: 1592 / 52 / 38.05
met2: 91 / 42 / 34.88
met3: 11 / 4.4 / 2.758
met4: 0 / 1.5 / 3.731
met5: - / 0 / 0
metrics by stage:
stage	total power [uW]	util, %	std cells	worst slack (ns)	hold WS, ns
4_1_cts	1933	52.33	613	2.810	0.5587
2_1_floorplan	1276	-	451	3.288	0.4849
5_1_grt	2137	52.33	613	2.429	0.5777
6_report	1928	52.33	613	2.774	0.5475
3_3_place_gp	1715	50.81	605	2.664	0.5273
3_5_place_dp	1712	50.81	605	2.539	0.5367
path summary, 6_finish.rpt:
path                                         from                     end  slack [ns]  cells past startpoint
max                                      ImmOp[1]   PC_curr[27]$_DFF_PP0_        2.77                      9
min                        PC_curr[0]$_DFFE_PP0P_  PC_curr[0]$_DFFE_PP0P_        0.55                      1
max reg2reg                PC_curr[1]$_DFFE_PP0P_   PC_curr[27]$_DFF_PP0_        3.89                      8
min reg2reg                PC_curr[0]$_DFFE_PP0P_  PC_curr[0]$_DFFE_PP0P_        0.55                      1
max in group asynchronous                     rst   PC_curr[12]$_DFF_PP1_        5.06                      3
min in group asynchronous                     rst  PC_curr[0]$_DFFE_PP0P_        1.49                      3
power by group:
group	switching (uW)	internal, uW	total (uW)
Combinational	639	646	1290
Sequential	149	286	435
Clock	79.3	128	207
Total	867	1060	1930
Power is estimated from default activity; no workload was simulated.
