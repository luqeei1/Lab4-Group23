**flow/config.mk**
```make
export PLATFORM = sky130hd
export DESIGN_NAME = RegisterFile
export DESIGN_NICKNAME = RegisterFile
export VERILOG_FILES = /design/flow/design.v
export SDC_FILE = /design/flow/constraint.sdc
export NUM_CORES = 4
export LEC_CHECK = 1
export CORE_UTILIZATION = 30
```
**flow/design.v**
```verilog
module RegisterFile #(
    parameter   ADDRESS_WIDTH = 5,
                DATA_WIDTH = 32
) (
    input logic clk,
    input logic [ADDRESS_WIDTH-1:0]  AD1,
    input logic [ADDRESS_WIDTH-1:0]  AD2,
    input logic [ADDRESS_WIDTH-1:0]  AD3,
    input logic WE3,
    input logic [DATA_WIDTH-1:0]    WD3,
    output logic [DATA_WIDTH-1:0]   RD1,
    output logic [DATA_WIDTH-1:0]   RD2,
    output logic [DATA_WIDTH-1:0]   a0
);
logic [DATA_WIDTH-1:0] registerfile_array [2**ADDRESS_WIDTH-1:0];
assign RD1 = registerfile_array[AD1];
assign RD2 = registerfile_array[AD2];
always_ff @(posedge clk)
    begin   
        if (WE3)
            registerfile_array[AD3] <= WD3;
    end 
assign a0 = registerfile_array[0];
endmodule
```
**flow/constraint.sdc**
```tcl
current_design RegisterFile

set clk_period 5.1
set clk_io_pct 0.2

create_clock -name clk0 -period $clk_period [get_ports {clk}]

set non_clock_inputs [all_inputs -no_clocks]
set_input_delay [expr $clk_period * $clk_io_pct] -clock clk0 $non_clock_inputs
set_output_delay [expr $clk_period * $clk_io_pct] -clock clk0 [all_outputs]
```
**flow/run.sh**
```bash
#!/bin/bash
# OpenROAD 26Q1-2900-gdf79404cd8, Yosys 0.63+post, stock flow scripts
make -C /OpenROAD-flow-scripts/flow DESIGN_CONFIG=/design/flow/config.mk WORK_HOME=/design/flow/orfs finish
```
==> impl_metrics.yaml <==
# physical design summary
status:
  outcome: "finished clean"
sta:
  fin_tns_setup_ns: 0
  maxSlewViolCount: 0
  relSlewSlack: 0.4240
  rsz0062_at_grt: "false"
  fin_crit_sh: 0.9769
  setup_viol: 0
  tightest_slew_ns: 0.8620
  hold_violations: 0
  max_freq_ghz: 0.2007
  whs_ns: 1.123
  fin_crit_ns: 4.982
drt:
  postRouteAntennaNets: 0
  vias: 31440
  route.detailed.drc: 0
  diodes: 0
  finalWirelength_um: 159900
  drtIter0Drc: 2344
  vias_per_cell: 5.381
  firstDrtPassIters: 5
  drt-wirelength-per-cell_um: 27.37
global_routing:
  grt-ovfl-total: 0
  grt_pass1_vias: 32440
  antenna_found_initial: 7
  grt_max_degree: 56
  grt_use_total: 0.2032
  grt_pass1_wl_um: 227800
cells_and_area:
  seqCellArea_mm2: 0.03075
  fill_cells: 15050
  largest_reg_flops: 1024
  largest_registers: "registerfile_array (1024)"
  layout-drive-gt1-share: 0.1130
  logic_area_mm2: 0.01680
  top_register: "registerfile_array"
  syn2layout_area_growth_pct: 17.86
die:
  chipArea_mm2: 0.1642
  die_w_um: 405.3
  pin_count: 145
  core_area_mm2: 0.1609
  fp-row-count: 147
  die_height_um: 405.3
  fp_util: 0.3032
synthesis:
  yosys-stat-cells: 3386
  yosys-stat-area_mm2: 0.04879
  avgSynthCellArea_um2: 14.41
  ys_seq_elements: 1024
  ys.flop_type: "edfxtp_1"
  async_flop_share: 0
  yosys.stat.seqShare: 0.6303
  ys_types: 23
  ys_top_cells_by_count: "edfxtp_1, mux2i_1, nand2_1"
  topCellsByArea: "edfxtp_1, mux2i_1, a22oi_1"
  yosys.area.top_type: "edfxtp_1"
  syn_area_mm2: 0.04879
  synth-edff-count: 1024
  netlist.area_leader.share: 0.6303
  ys_warn_count: 1
  synthCells: 3386
clock_network:
  cts_hold_buf: 0
  htree_num_levels: 3
  numCtsBuffers: 104
  clk_path_buf_depth: 3
  cts-root-buf: "clkbuf_16"
  clock_sinks: 1024
  clk_transition_reported_paths_ns: 0.06
  cts_tree: "done"
worst_setup_path:
  startpoint_type: "input port"
  crit_chain: "clkdlybuf4s50_1 -> nor2b_4 -> buf_12 -> buf_4 -> a22o_1 -> nor3_1 -> a31oi_1 -> nand3_1 -> clkdlybuf4s50_1"
  cp_common_cell: "clkdlybuf4s50_1"
  worst-path-max-fanout: 43
  required_ns: 4.08
  path_class: "input port to output port"
  slowest_delay_ns: 0.72
  arrival_ns: 3.96
  crit_slowest_cell: "clkdlybuf4s50_1"
  cp-end-kind: "output port"
job:
  cap_violations: 0
  warning_count: 26
placement:
  numPortBuffers: 144
  dp_hpwl_um: 98600
  place.gp.congestion: 0.9045
pwr:
  power.density_mw_per_mm2: 327.4
  power.leakage_nw: 20.89
  ir_drop_mv: 0.2655
hold_path:
  hold_path.class: "input port to register"
==> cell usage in the layout, fill, tap and decap left out, types with 17 or more instances in the layout <==
master	n
edfxtp_1	1024
clkinv_2	17
a21oi_1	192
nand3_1	193
a22o_1	128
a31oi_1	63
mux2i_1	1024
clkbuf_16	104
nor3_1	64
nor2_4	34
buf_12	68
nand2_1	193
clkinv_1	22
buf_4	150
clkdlybuf4s50_1	142
a22oi_1	192
clkbuf_1	23
==> per-layer routing <==
metal	GRT usage	wire [um]
met4	0.05336	5156
met5	0.004460	176
met2	0.3012	72040
met1	0.2548	59330
met3	0.1241	23190
==> repair_timing <==
item,4_1_cts,5_1_grt
gates resized,0,2
buffers inserted,0,0
endpoints found under the setup margin,0,2
hold endpoints to repair,0,0
==> final timing paths <==
kind                     from                        end  slack, ns  depth (start not counted)
worst max-delay path   AD2[0]                    RD2[20]       0.12                          9
worst min-delay path  WD3[19]  registerfile_array[0][19]       1.12                          2
==> where the power goes <==
group          total [mW]  switching (mW)  internal [mW]
Clock                7.56            3.30           4.26
Sequential           9.41          0.0436           9.36
Combinational        1.86            1.12          0.734
==> stage by stage <==
stage / util / area, um2 / instances / setup WS, ns / total power [mW]
after floorplan: - / 48790 / 3386 / 1.646 / 10.54
after global placement: 0.3366 / 54170 / 5655 / 0.1857 / 11.42
after detailed placement: 0.3366 / 54170 / 5655 / 0.1643 / 11.42
after CTS: 0.3572 / 57490 / 5842 / 0.1457 / 18.93
after global routing: 0.3573 / 57510 / 5843 / 0.01551 / 19.37
final: 0.3573 / 57510 / 5843 / 0.1180 / 18.82
==> cell type report <==
class                      count  area share
sequential                  1024      0.5347
multi-input combinational   2110      0.2921
timing repair buffer         362     0.06849
tap                         2160     0.04700
clock buffer                 127     0.04676
clock inverter                60     0.01092
==> critical path, delay by kind of cell <==
| family | cells | cell delay (ns) |
|---|---|---|
| buffers and inverters | 4 | 1.87 |
| AOI/OAI and AO/OA | 2 | 0.48 |
| and+or+nand+nor | 3 | 0.54 |
==> cell families after synthesis <==
family	Yosys count	synth area share
AND-OR/OR-AND	576	0.08042
buffers and inverters	253	0.03211
flip-flops	1024	0.6303
AND/OR/NAND/NOR	509	0.04714
multiplexers	1024	0.2101
No activity file was given, so power comes from the tool's default toggle rates.
